[flow/design.v]
`timescale 1ns / 1ps
module controller(Clock, reset, sensor0, sensor1, sensor2, sensor3, lightNorthSouth, lightEastWest);
    input Clock;
    input reset;
    input sensor0;
    input sensor1;
    input sensor2;
    input sensor3;
    output [1:0] lightNorthSouth;
    output [1:0] lightEastWest;
	 wire sensorEastWest, sensorNorthSouth;
	 reg [63:0] count5, count10;
	 reg [3:0] State, NextState, delay5, delay10;
	 reg [1:0] lightNorthSouth, lightEastWest;
	 reg delay5done, delay10done;
	 assign sensorEastWest = ((!sensor1) || (!sensor3));
	 assign sensorNorthSouth = ((!sensor0) || (!sensor2));
	 always@(posedge Clock) begin
		if(!reset)
			State <= 0;
		else
			State <= NextState;
	 end
	 always@(State, sensorEastWest, sensorNorthSouth, delay5done, delay10done) begin
			case(State)
				4'd0 : begin
								if(sensorEastWest)									
									NextState <= 4'd1;
								else
									NextState <= 4'd0;
								lightNorthSouth <= 2'b10;
								lightEastWest <= 2'b00;
								delay5 <= 0;
								delay10 <= 0;
						 end
			   4'd1 : begin
								if(delay5done) 
									NextState <= 4'd2;
								else
									NextState <= 4'd1;
								lightNorthSouth <= 2'b10;
								lightEastWest <= 2'b00;
								delay5 <= 1;
								delay10 <= 0;
						end
				4'd2 : begin
								if(delay10done)
									NextState <= 4'd3;
								else
									NextState <= 4'd2;
								lightNorthSouth <= 2'b01;
								lightEastWest <= 2'b00;
								delay5 <= 0;
								delay10 <= 1;
						end
			  4'd3 : begin
							if(sensorNorthSouth)
								NextState <= 4'd4;
							else
								NextState <= 4'd3;
							lightNorthSouth <= 2'b00;
							lightEastWest <= 2'b10;
							delay5 <= 0;
							delay10 <= 0;
						end
			  4'd4 : begin
							if(delay5done)
								NextState <= 4'd5;
							else
								NextState <= 4'd4;
							lightNorthSouth <= 2'b00;
							lightEastWest <= 2'b10;
							delay5 <= 1;
							delay10 <= 0;
						end
			  4'd5 : begin
							if(delay10done)
								NextState <= 4'd0;
							else
								NextState <= 4'd5;
							lightNorthSouth <= 2'b00;
							lightEastWest <= 2'b01;
							delay5 <= 0;
							delay10 <= 0;
						end
			default : begin
					    lightNorthSouth <= 2'b00;
						 lightEastWest <= 2'b00;
						 delay5 <= 0;
						 delay10 <= 0;
						 end
		endcase
	end
	always@(posedge Clock) begin
		if(!delay5)
			count5 <= 0;
		else
			count5 <= count5 + 1;
	end
	always@(posedge Clock) begin
		if(!delay10)
			count10 <= 0;
		else
			count10 <= count10 + 1;
	end
	always@(count5, count10) begin
		if(count5 > 32'd500000000)
			delay5done <= 1;
		else
			delay5done <= 0;
		if(count10 > 32'd1000000000)
			delay10done <= 1;
		else
			delay10done <= 0;
	end
endmodule
[flow/run.sh]
#!/bin/bash
# OpenROAD 26Q1-2900-gdf79404cd8, Yosys 0.63+post, stock flow scripts
make -C /OpenROAD-flow-scripts/flow DESIGN_CONFIG=/design/flow/config.mk WORK_HOME=/design/flow/orfs finish
[flow/config.mk]
export PLATFORM = sky130hd
export DESIGN_NAME = controller
export DESIGN_NICKNAME = controller
export VERILOG_FILES = /design/flow/design.v
export SDC_FILE = /design/flow/constraint.sdc
export NUM_CORES = 4
export LEC_CHECK = 1
export CORE_UTILIZATION = 30
[flow/constraint.sdc]
current_design controller

set clk_period 7.8
set clk_io_pct 0.2

create_clock -name clk0 -period $clk_period [get_ports {Clock}]

set non_clock_inputs [all_inputs -no_clocks]
set_input_delay [expr $clk_period * $clk_io_pct] -clock clk0 $non_clock_inputs
set_output_delay [expr $clk_period * $clk_io_pct] -clock clk0 [all_outputs]
==> reports/results.ini <==
[cts]
clock_path_buffers=2
insertion_delay_ns=0.41
cts-resized-gates=0
clockRootBuffer=clkbuf_16
ctsHoldBuffers=0
cts_tree=done
post_cts_buffers=0
clkTransAtPathRegs_ns=0.06
ctsHtreeMaxLevel=4
cts_buffers=17

[setup_path]
endpoint_kind=output port
cp_common_cell=inv_1
crit_chain=inv_1 -> or3_2 -> inv_1 -> clkdlybuf4s50_1
crit_fanout=13
critPathLaunch=State[1]$_SDFF_PN0_
start_kind=flop
worstPathArrival_ns=2.21
critPathBufInv=3
cpMaxStageDelayCell=dfxtp_1
critPathKind=flop to output port
ff2ff_setup_slack_ns=5.19
rr_worst_depth=6
cp_top_family=buffers and inverters
required_ns=6.24
regToRegEndpoint=count5[63]$_SDFF_PN0_
critPathMaxStageDelay_ns=0.57
r2r-start=count5[45]$_SDFF_PN0_

[sta]
setup_ws_ns=4.03
tightest_slew_ns=0.773
skew_ns=0.00945
fmax_mhz=266
final-setup-viol-count=0
slew_viol_final=0
unclocked_regs=3
untimed_endpoints=3
rsz0062_at_grt=no
tns_ns=0
period_needed_ns=3.77
final_hold_viol_count=0
fin_crit_sh_pct=48.3
max_slew_margin_pct=48.0

[place]
hpwl_um=8500
numPortBuffers=9
dpl.cell_count=1061
gp_congestion=0.848
placed_cell_area_um2=6870
pre_cts_ws_ns=4.44

[power]
cellInternalPower_mw=1.22
p_switching_mw=0.319
switching_share_pct=20.6
p_total_mw=1.54
combPwrFrac_pct=1.0
vdd_ir_drop_max_mv=0.127
p_leak_nw=2.24
pwr-share-seq_pct=43.6
pwr_density_cell_nw_per_um2=205
clock_power_share_pct=55.5

[synthesis]
synthTopCellsByCount=dfxtp_1 (131), nor2_1 (127), xnor2_1 (77)
ys_seq_elements=134
edf_count=0
syn_area_per_cell_um2=8.13
synth_cell_types=51
top_area_share_pct=40.4
area_leaders=dfxtp_1 (40%), xnor2_1 (10%), nor2_1 (7.3%)
ff_type=dfxtp_1
ys_cells=799
synthArstFlopShare_pct=0
ys_chip_area_um2=6500
ys_warn_count=1
synth_cells=799
top_area_cell=dfxtp_1
top_cell=dfxtp_1
synth.cell_area_um2=6500

[run]
drv_cap=0
warnings=27

[grt]
first_global_vias=4656
overflow=0
grt_usage_pct=12.2
grt_max_degree=63
antenna_found_initial=0
grt_pass1_wl_um=22300

[floorplanning]
rows=53
die_x_um=149
fp_util_pct=30.7
die_h_um=149
dieArea_um2=22300
ios=10
core_area_um2=21200

[final_layout]
drive_gt1_share_pct=6.85
design_area_um2=7510
area_growth_pct=15.5
logic_area_um2=3590
layout.area.seq_um2=2670
nFillCells=2118
fin_cells=1093

[min_path]
hold_path_class=flop to flop
worstHoldStart=count10[0]$_SDFF_PN0_
whs_endpoint=count10[0]$_SDFF_PN0_
holdPathStages=1

[detailed_routing]
viasPerCell=4.89
vias=5342
route.detailed.drc=0
drt-pass1-iter-count=4
n_antenna_cell=0
postRouteAntennaNets=0
drt-initial-drc-count=208
wire_per_inst_um=12.0
routed_wl_um=13100

[status]
status=completed

[kinds of logic (layout without fill, tap and decap cells)]
logic type	count (synthesis)	after routing	synth area share, %
flops	131	131	40.4
fa+ha+maj	4	4	0.770
simple gates	428	428	34.1
latches	3	3	0.693
compound gates	71	71	6.68
mux	4	4	0.616
xor+xnor	96	96	12.9
buf+inv	62	81	3.81
[worst max-delay path by stage]
stage	endpoint	slack (ns)	cells after the start
CTS	lightNorthSouth[0]	4.00	4
global route	lightNorthSouth[0]	3.90	4
finish	lightNorthSouth[0]	4.03	4
[metal layers]
metal / track usage, % / share of wire (%) / vias to the layer above
met4: 1.07 / 0.93 / 0
li1: - / - / 2822
met2: 18.7 / 44 / 48
met5: 0 / 0 / -
met1: 19.1 / 53 / 2458
met3: 1.87 / 2.4 / 14
[sequential cells by signal (all words and copies together), names as in the netlist]
name       count
State          3
NextState      3
count10       64
count5        64
[cells in the final DEF (no fill, tap or decap), drive strengths merged, types with 2 or more instances in the layout]
cell and instances:
a21oi 27, a221oi 2, a31o 3, a31oi 4, a41o 3, and2 11
and3 21, and4 9, buf 8, bufinv 4, clkbuf 18, clkdlybuf4s50 9
clkinv 5, clkinvlp 2, dfxtp 131, dlxtn 3, ha 4, inv 35
mux2i 4, nand2 59, nand2b 5, nand3 41, nand4 29, nor2 127
nor3 44, nor4 40, nor4b 8, o21ai 20, o31ai 3, or2 3
or3 24, or4 2, xnor2 77, xor2 19
[metrics by stage]
step | utilization, % | hold WS (ns)
floorplan | - | 0.437
global placement | 32.5 | 0.455
detailed placement | 32.5 | 0.465
CTS | 35.5 | 0.477
global route | 35.5 | 0.500
finish | 35.5 | 0.477
[final cells by class]
class | instances | area share, %
multi-input combinational | 603 | 47.8
sequential | 134 | 35.5
clock buffer | 18 | 5.85
tap | 275 | 4.58
clock inverter | 14 | 2.68
timing repair buffer | 17 | 2.00
inverter | 32 | 1.60
[power by group through the flow]
stage / registers [mW] / clock network, mW / logic [mW]
6_report: 0.672 / 0.856 / 0.0151
5_1_grt: 0.672 / 0.903 / 0.0169
4_1_cts: 0.672 / 0.872 / 0.0154
Power figures rest on the tool's default switching activity, not on a simulated workload.
