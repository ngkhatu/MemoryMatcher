==> design/flow/design.v <==
module Engine (clock, reset, 
		 new,  
		 search,  
		 Found,  
		 NotFound,  
		 data,  
		 ETX,  
		 match,  
		 sp,  
		 CharCount  
		);
	input 				clock;
	input				reset; 
	input 				new;  
	input 	[5*8-1:0] search;  
	input 	[7:0] 		data;   
	input 	[2:0] 		CharCount;  
	output 				Found;  
	output 				NotFound;  
	output 				ETX;  
	output 				match;  
	output 				sp;  
	wire 	ETX; 
	wire	sp; 
	reg 	match; 
	reg 	Found; 
	reg 	NotFound; 
	reg [(5*8)-1:0] SearchWord; 
	reg [(5*8)-1:0] word; 
	always@(posedge clock) begin
		if (reset) begin
			SearchWord <=	39'hface;
		end  	
		else if (new) begin 
			SearchWord <= search;
		end
	end
	always@(posedge clock) begin
		if (reset) begin 
			word <=	39'hbace;
		end
		else begin
	  		case(CharCount)
	   		3'h0: begin
		   		word[39:32] 	<= data; 
		   		word[31:0] 		<= 32'h0;	 
	  	 	end  
	   		3'h1: word[31:24] 	<= data;
	   		3'h2: word[23:16] 	<= data;
	   		3'h3: word[15:8] 	<= data;
	   		3'h4: word[7:0]		<= data;
	  		endcase
	  	end
	end
	always@(sp or ETX or SearchWord or word) begin
	   	if((sp | ETX) & (SearchWord == word)) begin
	    	match = 1;
	    end
	    else begin
	    	match = 0;
	    end
	end
	assign	sp = (data == 8'h20)?1'b1:1'b0;  
	assign	ETX = (data == 8'h03)?1'b1:1'b0;  
	always@(posedge clock) begin
		if (reset) begin
			Found	<=	1'b0;
			NotFound <=	1'b0;
		end
		else if (new)begin
	   		Found <= 1'b0;
	       	NotFound <= 1'b0;
	    end
	  	else if (match) 
	  		Found <= 1'b1;
	  	else if (ETX & !Found) 
	  		NotFound <= 1'b1;  
	end
endmodule 
==> design/flow/run.sh <==
#!/bin/bash
# OpenROAD 26Q1-2900-gdf79404cd8, Yosys 0.63+post, stock flow scripts
make -C /OpenROAD-flow-scripts/flow DESIGN_CONFIG=/design/flow/config.mk WORK_HOME=/design/flow/orfs finish
==> design/flow/config.mk <==
export PLATFORM = sky130hd
export DESIGN_NAME = Engine
export DESIGN_NICKNAME = Engine
export VERILOG_FILES = /design/flow/design.v
export SDC_FILE = /design/flow/constraint.sdc
export NUM_CORES = 4
export LEC_CHECK = 1
export CORE_UTILIZATION = 30
==> design/flow/constraint.sdc <==
current_design Engine

set clk_period 3.6
set clk_io_pct 0.2

create_clock -name clk0 -period $clk_period [get_ports {clock}]

set non_clock_inputs [all_inputs -no_clocks]
set_input_delay [expr $clk_period * $clk_io_pct] -clock clk0 $non_clock_inputs
set_output_delay [expr $clk_period * $clk_io_pct] -clock clk0 [all_outputs]
==> qor.txt <==
Die Ht = 111.1 um
Hold Fails Final Rpt = 0
RSZ-0062 raised after global routing = false
Worst path most repeated cell = clkdlybuf4s50_1
Clock transition at the registers of the reported paths = 0.06 ns
DIE AREA = 12,350 um^2
CP Max Fanout = 6
CP Cell Sequence = clkdlybuf4s50_1, nor3_1, nand2_1, a21oi_1, nor4b_2, clkdlybuf4s50_1
Slowest cell delay on critical path = 0.55 ns
Peak supply drop = 0.2445 mV
Mean post-synth cell area = 9.379 um^2
First-pass GRT wire length = 14,590 um
Drt pass-1 iters = 21
Most frequent cells in the layout = dfxtp_1, clkdlybuf4s50_1, nor2_1
Final setup vio count = 0
Biggest area cells = dfxtp_1, mux2i_1, xor2_1
Diode count = 0
Area Overhead vs Synth = 28.12%
Tool Warnings = 25
Tmin final = 3.329 ns
Gr ovfl total = 0
Core ar. = 11,520 um^2
Fmax = 300.4 MHz
Buffers added on ports = 58
Power after layout = 2.229 mW
Top cell area share = 45.94%
DRT antenna net count = 0
Detailed placement HPWL = 6254 um
Max Cap Viol = 0
Die x size = 111.1 um
CP max stage cell = clkdlybuf4s50_1
CTS root buffer = clkbuf_16
Final Routed Wirelength = 8755 um
Yosys warning count = 1
CP arrival = 2.61 ns
Synthesized instance count = 381
Ys cells = 381
Most numerous logic cell after layout = dfxtp_1
# hold bufs at CTS = 0
Post-synth seq share = 45.94%
Routability congestion estimate = 0.8936
Startpoint types = input port
Crit end category = output port
Final period utilization = 92.47%
Top delay family on crit path = buffers and inverters
Largest net degree at the start of global routing = 44
Via count = 2,821
Resize count post-CTS = 0
Fp util = 31.03%
Vias in the first global route = 2,802
CTS Sinks = 82
Clock Skew = 0.003790 ns
Pwr/cell area = 486.8 nW/um^2
Final setup TNS = 0 ns
GRT Overall Usage = 15.00%
CTS HTree Levels = 3
Mean routed wirelength per cell = 15.12 um
Initial antenna violation count = 0
Avg Vias per Cell = 4.872
Insertion Delay late pin = 0.33 ns
Cts bufs inserted = 9
Post-Syn Area = 3573 um^2
Iteration-0 DRC count of the detailed router = 170
Hold Path Class = register to register
Distinct lib cells used = 28
Remaining DRCs = 0
Chip Area, Yosys = 3573 um^2
CP required = 2.88 ns
Yosys top cell by area = dfxtp_1
Worst Tran Pin Value = 0.8579 ns
Outcome = finished clean
Post-CTS setup buffer count = 0
Layout cell share with drive strength beyond 1 = 7.569%
Buffer levels on the longest clock path = 2
Critical path buffers and inverters = 2
CTS tree = done
# rows = 39
Slew headroom = 42.62%
WS Path Type = input port to output port
# IOs = 59
Synthesized registers = 82
Leakage = 1.881 nW
Max Slew Vio Count = 0
==> logic make-up (layout without fill, tap and decap cells) <==
kind of cell	after synthesis	in the layout	share of synthesized area, %
AND-OR/OR-AND	77	77	12.75
XOR/XNOR	40	40	9.804
buffers and inverters	26	81	3.081
flip-flops	82	82	45.94
multiplexers	37	37	10.36
AND/OR/NAND/NOR	119	119	18.07
==> worst paths after layout <==
path              cells after the start        to      startpoint  slack, ns
hold / removal                        2  NotFound        NotFound       0.45
setup / recovery                      6     match         data[2]       0.27
setup reg to reg                      5     Found  SearchWord[20]       1.94
hold reg to reg                       2  NotFound        NotFound       0.45
==> flip-flops by register name (all words and copies together) (netlist names) <==
signal / count
NotFound: 1
word: 40
Found: 1
SearchWord: 40
==> where the power goes <==
part | switching, mW | internal [mW] | total, mW
Clock | 0.353 | 0.624 | 0.977
Combinational | 0.128 | 0.134 | 0.262
Sequential | 0.0353 | 0.955 | 0.990
==> synth_stat cells (all sizes together) <==
| cell type | instances |
|---|---|
| o21ai | 21 |
| o31ai | 1 |
| a21oi | 36 |
| nor4 | 10 |
| buf | 13 |
| a211o | 16 |
| a21o | 1 |
| dfxtp | 82 |
| clkbuf | 11 |
| nand4 | 2 |
| a21boi | 1 |
| inv | 2 |
| nor2b | 20 |
| nor3 | 3 |
| and3 | 5 |
| xor2 | 40 |
| o21a | 1 |
| nand3 | 19 |
| nand3b | 1 |
| nand2 | 6 |
| nor4b | 1 |
| mux2i | 37 |
| or2 | 1 |
| nor2 | 51 |
==> metrics by stage <==
stage / cells / util [%] / setup slack, ns / instance area (um^2) / hold WS, ns
3_5_place_dp: 563 / 36.97 / 0.2869 / 4258 / 0.4504
3_3_place_gp: 563 / 36.97 / 0.2801 / 4258 / 0.4440
2_1_floorplan: 381 / - / 1.615 / 3573 / 0.4096
5_1_grt: 579 / 39.75 / 0.1178 / 4578 / 0.4825
4_1_cts: 579 / 39.75 / 0.2620 / 4578 / 0.4593
6_report: 579 / 39.75 / 0.2710 / 4578 / 0.4530
==> metal layers <==
layer  up-vias  global-route usage (%)  routed length [um]
met1      1300                   23.20                4205
li1       1428                       -                   -
met2        81                   23.10                3906
met3        12                   2.062                 508
met4         0                   2.432                 136
met5         -                       0                   0
==> worst register-to-register path: stages (launching register included) <==
cell	delay, ns
dfxtp_1	0.36
xor2_1	0.19
nor4_2	0.35
nand4_1	0.20
nor4b_2	0.37
o21a_1	0.14
==> cell type report <==
class / count / area, um^2
Clock buffer: 11 / 242.7
Clock inverter: 5 / 77.57
Fill cell: 1110 / 6938
Inverter: 2 / 7.507
Multi-Input combinational cell: 273 / 1822
Sequential cell: 82 / 1642
Tap cell: 143 / 178.9
Timing Repair Buffer: 63 / 608.1
No activity file was given, so power comes from the tool's default toggle rates.
