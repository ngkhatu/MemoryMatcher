<file path="flow/design.v">
`timescale 1ns / 1 ps
module Match (clock, DataIn, Go_flag, Data, Address, Found) ;
input clock ;
input [7:0] DataIn ;
input Go_flag ;
output reg [3:0] Address ;
input [31:0] Data ;
output reg [31:0] Found ;
wire [31:0] Word1, Word2, Word3, Word4 ;
wire [31:0] ex1, ex2, ex3 ;
reg [31:0] theMatch ;  
reg [7:0] Data1, Data2, Data3 ;
reg [31:0] Data_buffer ;
reg [7:0] DataIn_buffer ;
reg [1:0] state ;
reg [3:0] isMatch ;
reg [2:0] isMatchEx ;
reg C_out ;
parameter S0 = 0, S1 = 1, S2 = 2, S3 = 3 ;
assign Word1 = {{24'd0},{DataIn_buffer}} ;
assign Word2 = {{16'd0},{Data1},{DataIn_buffer}} ;
assign Word3 = {{8'd0},{Data2},{Data1},{DataIn_buffer}} ;
assign Word4 = {{Data3},{Data2},{Data1},{DataIn_buffer}} ;
assign ex1 = {{24'd0},{Data1}} ;
assign ex2 = {{16'd0},{Data2},{Data1}} ;
assign ex3 = {{8'd0},{Data3},{Data2},{Data1}} ;
always@(isMatch or isMatchEx or ex1 or ex2 or ex3 or Word4)
	if(isMatch[3]) theMatch = Word4 ;
	else if (~isMatch[3] && isMatchEx[2]) theMatch = ex3 ;
	else if (~isMatch[2] && isMatchEx[1]) theMatch = ex2 ;
	else if (~isMatch[1] && isMatchEx[0]) theMatch = ex1 ;
	else theMatch = 0 ;
always@(posedge clock)
case(state)
S0: begin
	Found = 0 ;
	isMatch = 4'b0000 ;
	Address = 0 ;
	C_out = 0 ;
	if(Go_flag) begin
		state = S3 ;
		DataIn_buffer <= DataIn ;
		Data1 <= DataIn_buffer ;
		Data2 <= Data1 ;
		Data3 <= Data2 ;
	end
	else state = S0 ;
end
S1: begin
	if(Data_buffer == Word1) isMatch[0] = 1 ;
	if(Data_buffer == Word2) isMatch[1] = 1 ;
	if(Data_buffer == Word3) isMatch[2] = 1 ;
	if(Data_buffer == Word4) begin isMatch[3] = 1 ; state = S2 ;  end
	else begin		
		if(~C_out) state = S3 ;
		else if(C_out)begin
			if(|theMatch) state = S2 ;
			else begin
				isMatchEx = isMatch[2:0] ;
				state = S0 ;
			end
		end
	end
end
S2: begin
	Found = theMatch ;
	state = S0 ;
	isMatchEx = isMatch[2:0] ;
end
S3: begin
	Data_buffer = Data ;
	{{C_out},{Address}} = Address + 1 ;
	state = S1 ;
end
default: state = S0 ;
endcase
endmodule
`timescale 1ns / 1 ps
module SRAM (ReadAddress, ReadBus);
input  [3:0] ReadAddress;  
output [31:0] ReadBus;
reg [31:0]   Register [0:15];    
reg [31:0]   ReadBus;
always@(*) 
  begin 
    #0.3 ReadBus  =  Register[ReadAddress];
  end
endmodule
`timescale 1ns / 1 ps
module top(clock, DataIn, Go_flag, Found) ;
 input clock ;
 input [7:0] DataIn ;
 input Go_flag ;
 output [31:0] Found ; 
 wire [3:0] Address ;
 wire [31:0] Data ;
Match Match_DUT(.clock(clock), .DataIn(DataIn), .Go_flag(Go_flag), .Data(Data), .Address(Address), .Found(Found));
SRAM MatchMemory(.ReadAddress(Address), .ReadBus(Data)) ;
endmodule
</file>
<file path="flow/run.sh">
#!/bin/bash
# OpenROAD 26Q1-2900-gdf79404cd8, Yosys 0.63+post, stock flow scripts
make -C /OpenROAD-flow-scripts/flow DESIGN_CONFIG=/design/flow/config.mk WORK_HOME=/design/flow/orfs finish
</file>
<file path="flow/config.mk">
export PLATFORM = sky130hd
export DESIGN_NAME = top
export DESIGN_NICKNAME = top
export VERILOG_FILES = /design/flow/design.v
export SDC_FILE = /design/flow/constraint.sdc
export NUM_CORES = 4
export LEC_CHECK = 1
export CORE_UTILIZATION = 40
</file>
<file path="flow/constraint.sdc">
current_design top

set clk_period 3.7
set clk_io_pct 0.2

create_clock -name clk0 -period $clk_period [get_ports {clock}]

set non_clock_inputs [all_inputs -no_clocks]
set_input_delay [expr $clk_period * $clk_io_pct] -clock clk0 $non_clock_inputs
set_output_delay [expr $clk_period * $clk_io_pct] -clock clk0 [all_outputs]
</file>
==> results.txt <==
Here are the numbers from the latest Yosys + OpenROAD run.

The flow ran to the end, and the final reports show no timing, DRC or antenna violations. The count of cell types in the netlist came out at 18. The global route total overflow came out at 0. The worst hold path passes through 0 cells. The clock root buffer is sky130_fd_sc_hd__clkbuf_8. Looking at the clock tree report, the maximum root-to-sink buffer count equals 2. Counting every sink on the clock net gives 68. Of the synthesized area, sequential elements account for between 70% and 80%.

The count of pins on the block boundary is between 40 and 50. Per the detail_route report, vias per standard cell equal between 4 and 5. Setup repair after global routing left no endpoint under its margin. The number of buffers added by the clock tree synthesis step is 9. The count of H-tree levels built during CTS is 3. The placer congestion estimate came out at between 0.7 and 0.8. The number of gates given a new drive strength after cts came out at 0. The normalized max-slew margin came out at a little under half.

The number of cell rows is 29. Counting only logic cells after layout, the most numerous master is sky130_fd_sc_hd__edfxtp_1. The tool warning count is 29. The register-to-register setup slack came out at 2190 ps.

The total cell area reported by yosys after synthesis is between 2000 and 3000 µm². The most common logic cells in the final layout are sky130_fd_sc_hd__edfxtp_1, sky130_fd_sc_hd__clkdlybuf4s50_1, sky130_fd_sc_hd__nand2_1. Per the synthesis report, the adder-cell share of the synthesized area is around 2.3%. STA shows the worst min-delay path finishing at Match_DUT.Data1[0]. Summed over all failing endpoints, the final setup total negative slack is 0 ps. Clock latency on the worst-skew pair, taken at its later pin, is between 300 and 400 ps. Once the floorplan was initialized, standard cells occupied 42.5% of the core. The area of the chip is 7240 µm². The wire length of the first global-routing pass is roughly 6600 µm. The gate count after technology mapping is around 180. The routed length per instance came out at approximately 13 µm. The number of max-cap violations is 0.

The maximum operating frequency came out at roughly 540 MHz. The number of buffers and inverters on the critical path is 1. The core area came out at 6490 µm². The area growth from synthesis to layout is 22.4%. Averaged over all synthesized cells, the footprint is around 16 µm². The yosys warning tally came out at 2. From bottom edge to top edge, the die measures 85.1 µm. The routing usage on met3 is about 5.3%.

The via count of the first global-routing pass came out at roughly 1400. The pin count of the biggest net entering global routing is between 50 and 60. The worst setup path is captured at an output port. TritonCTS built the clock tree. The clock-pin slew on the worst setup and hold paths came out at around 60 ps.

Power spread over the standard cell area amounts to approximately 770 nW/µm². The xor and xnor fraction of the mapped netlist area came out at 0%. The count of TritonRoute iterations in the first routing pass came out at 4. Walking the worst path, the cells encountered are clkdlybuf4s50_1. OpenROAD reports that the post-layout worst path occupies between 50% and 60% of the period.

Once synthesis finished, the tally of register bits stood at between 60 and 70. met1 is the most crowded layer. The mux contribution to synthesized area is 0%. Looking at the post-CTS report, the setup buffer insertion count equals 0.

STA classifies the critical path startpoint as a register. In the synthesized netlist, the dominant kind of combinational cell is simple AND/OR/NAND/NOR gates. The endpoint arrival time on the critical path is 1120 ps. The global routing report lists met2 layer usage as between 10% and 20%.

The required time of the worst setup path came out at just under 3000 ps. The antenna cell count is 0. The total of endpoints with negative setup slack in the final report came out at 0. The slowest stage of the critical path belongs to the cell sky130_fd_sc_hd__clkdlybuf4s50_1.

The number of endpoints with negative hold slack in the final report came out at 0. The report puts the cell count of the worst reg-to-reg path at 4. The critical path is of the reg2out type. Per the timing report, the most critical flop-to-flop path originates at Match_DUT.state[1]. The detail route stage leaves a number of antenna-violating nets equal to 0.

The yosys cell count is around 180. The wire length after detailed routing came out at slightly below 4000 µm. Before any placement, the netlist area is recorded as 2760 µm².

In this design, the stage delay of the slowest critical-path cell is about 460 ps. The post-route netlist has 12.8% of its cells at a drive strength greater than 1. The horizontal die size is 85.1 µm. The highest ir drop seen on vdd is roughly 0.32 mV. The final max-slew violation count is 0. The quantity of I/O buffers inserted on ports is 41.

Clock skew on the completed layout was measured at between 3 and 4 ps. The worst-case setup slack after placement is approximately 1600 ps. The largest fanout of any net on the critical path came out at 1.

The DRC violation count after routing came out at 0. The clock period minus worst slack came out at between 1500 and 2000 ps. For the worst reg-to-reg path, the endpoint reported by OpenROAD is Match_DUT.Found[6].

The post-layout utilization of the core is a little over half. The number of antenna violations at the first check in global routing is 0. The met1 track demand over resource is about a fifth.

For this design, the CTS-stage hold fixing added 0 buffers. The number of filler instances in the final layout is approximately 530. The share of synthesized cell area in and, or, nand and nor gates came out at about an eighth. The leakage power total came out at 1.19 nW. The post-route worst setup slack came out at around 1800 ps. For this block, the initial DRC count from the detailed router was about 110. The global routing report lists combined usage of all routing layers as 12.5%. Summing the areas of all compound-gate instances in the mapped netlist gives 8.66% of the synthesized area.

The start point of the worst hold path is Match_DUT.DataIn_buffer[0]. The family of cells with the greatest summed delay on the critical path is buffers and inverters. The routed layout has approximately 1500 vias. The detailed-placement wirelength estimate came out at approximately 2200 µm.

The type recorded for the worst min-delay path is reg2reg. The actual slew at the worst max-slew pin came out at 808 ps.
-- through the flow --
step / total power, mW / hold slack [ps] / cells / cell area [µm²]
2_1_floorplan: 1.79 / 427 / 177 / 2760
3_3_place_gp: 2.14 / 428 / 288 / 3230
3_5_place_dp: 2.16 / 432 / 288 / 3230
4_1_cts: 2.64 / 448 / 303 / 3380
5_1_grt: 2.78 / 460 / 303 / 3380
6_report: 2.60 / 447 / 303 / 3380
-- Yosys cell counts --
cell type                  count  area (µm²)
sky130_fd_sc_hd__buf_2         1        5.00
sky130_fd_sc_hd__clkbuf_1      5        18.8
sky130_fd_sc_hd__a21boi_1      9        67.6
sky130_fd_sc_hd__a21boi_0      2        15.0
sky130_fd_sc_hd__and3_1        8        50.1
sky130_fd_sc_hd__buf_4         3        22.5
sky130_fd_sc_hd__buf_6         2        22.5
sky130_fd_sc_hd__o21ai_0       2        10.0
sky130_fd_sc_hd__nor2_1        3        11.3
sky130_fd_sc_hd__nand3b_1     24         180
sky130_fd_sc_hd__inv_1         5        18.8
sky130_fd_sc_hd__or2b_1        1        7.51
sky130_fd_sc_hd__a21boi_2     13         146
sky130_fd_sc_hd__edfxtp_1     66        1980
sky130_fd_sc_hd__nand2_1      25        93.8
sky130_fd_sc_hd__dfxtp_1       2        40.0
sky130_fd_sc_hd__ha_1          5        62.6
sky130_fd_sc_hd__and2_1        1        6.26
-- sequential cells by signal, summed over array words and instances, names as in the netlist --
signal,flops
Match_DUT.Found,32
Match_DUT.isMatch,1
Match_DUT.DataIn_buffer,8
Match_DUT.isMatchEx,1
Match_DUT.Data1,8
Match_DUT.Data3,8
Match_DUT.state,2
Match_DUT.Data2,8
-- metal layers --
layer / vias to the layer above / part of all wire [%] / wire length (µm)
met1: 677 / 47 / 1880
met4: 0 / 0.60 / 24
li1: 735 / - / -
met2: 48 / 44 / 1760
met3: 2 / 7.6 / 302
met5: - / 0 / 0
-- power by group --
part / total [mW] / switching (mW) / internal, mW
clock network: 0.466 / 0.233 / 0.233
logic: 0.799 / 0.374 / 0.425
registers: 1.33 / 0.119 / 1.22
-- how the worst max path moves through the flow --
| stage | startpoint | endpoint | slack, ps | cells after the start |
|---|---|---|---|---|
| finish | Match_DUT.Found[5] | Found[5] | 1840 | 1 |
| global route | Match_DUT.Found[2] | Found[2] | 1760 | 1 |
| CTS | Match_DUT.Found[6] | Found[6] | 1820 | 1 |
-- layout make-up --
class	count	area (µm²)	area share (%)
sequential	68	2020	59.8
tap	77	96.3	2.85
timing repair buffer	45	440	13.0
multi-input combinational	93	653	19.3
clock inverter	4	17.5	0.518
inverter	5	18.8	0.555
clock buffer	11	131	3.89
-- kinds of logic (layout without fill, tap and decap cells) --
kind of cell,after synthesis,after routing
buf+inv,16,65
flops,68,68
simple gates,62,62
compound gates,26,26
fa+ha+maj,5,5
No activity file was given, so power comes from the tool's default toggle rates.
